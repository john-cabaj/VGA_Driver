==> flow/design.v <==
`timescale 1ns / 1ps
module display_plane(output [23:0] pixel_out, output reg [12:0] addr, output reg fifo_write, input [23:0] pixel_in, input clk, rst, fifo_full);
    reg [6:0] horiz_count;							 
    reg [5:0] vert_count;							 
    wire [6:0] next_horiz_count;					 
    wire [5:0] next_vert_count;						 
    reg [2:0] state, next_state;					 
    reg [2:0] first_four, vert_stretch;    			 
    localparam IDLE = 3'd0, LAST = 3'd7;
    assign next_horiz_count = (horiz_count == 7'd79) ? 7'd0 : horiz_count + 7'd1;
    assign next_vert_count = ((vert_stretch == 3'd7) && (horiz_count == 7'd79)) ? ((vert_count == 6'd59) ? 6'd0 : vert_count + 6'd1) : vert_count;
    assign pixel_out = pixel_in;
    always@(posedge clk, posedge rst) begin
        if(rst) begin
           state <= IDLE;
           addr <= 13'd0;
           horiz_count <= 7'd0;
           vert_count <= 6'd0;
           first_four <= 3'd0;
			  vert_stretch <= 3'd0;
        end
        else begin
            if(first_four != 3'd4) begin
               first_four <= first_four + 3'd1;
            end
            if(!fifo_full) begin
               if(state == 3'd6) begin
                  horiz_count <= next_horiz_count;
                  vert_count <= next_vert_count;
						if(next_horiz_count == 7'd0) begin
							vert_stretch <= vert_stretch + 3'd1;
						end
               end
               if(state == LAST) begin
                  addr <= vert_count * 80 + horiz_count;
               end
               state <= next_state;
            end
        end 
    end
    always@(state, first_four, fifo_full) begin
        fifo_write = 1'b0;		 
        case(state)
            IDLE: begin
                if(fifo_full || (first_four < 3'd4)) begin
                  next_state = IDLE;  
                end
                else begin
                   fifo_write = 1'b1;
                   next_state = state + 3'd1; 
                end
            end
            default: begin
                if(!fifo_full) begin
                   fifo_write = 1'b1; 
                end
                next_state = state + 3'd1;
            end
        endcase
    end
endmodule
==> flow/run.sh <==
#!/bin/bash
# OpenROAD 26Q1-2900-gdf79404cd8, Yosys 0.63+post, stock flow scripts
make -C /OpenROAD-flow-scripts/flow DESIGN_CONFIG=/design/flow/config.mk WORK_HOME=/design/flow/orfs finish
==> flow/config.mk <==
export PLATFORM = sky130hd
export DESIGN_NAME = display_plane
export DESIGN_NICKNAME = display_plane
export VERILOG_FILES = /design/flow/design.v
export SDC_FILE = /design/flow/constraint.sdc
export NUM_CORES = 4
export LEC_CHECK = 1
export CORE_AREA = 10 10 114 114
export DIE_AREA = 0 0 124 124
==> flow/constraint.sdc <==
current_design display_plane

set clk_period 4.5
set clk_io_pct 0.2

create_clock -name clk0 -period $clk_period [get_ports {clk}]

set non_clock_inputs [all_inputs -no_clocks]
set_input_delay [expr $clk_period * $clk_io_pct] -clock clk0 $non_clock_inputs
set_output_delay [expr $clk_period * $clk_io_pct] -clock clk0 [all_outputs]
==> summary.log <==
qor: pwr.cellLeakagePower 1.110 nW
qor: placement.gp_congestion 0.8180
qor: placement.post-place-cells 349
qor: yosys.synth_area_leader_cell sky130_fd_sc_hd__dfrtp_1
qor: route.drt_pre_antenna_iters 4
qor: global_route.gr-total-overflow 0
qor: yosys.netlist.area_leader.share 0.3904
qor: cells_and_area.num-fill-cells 1,114
qor: cells_and_area.count_of_non_filler_cells_in_the_finished_layout 356
qor: placement.io_buffer_count 16
qor: final_timing.maxSlewViolCount 0
qor: clocking.post_cts_clock_slew_at_the_launch_and_capture_registers_of_the_worst_setup_and_hold_paths 70 ps
qor: route.route.final.wire_length 3565 um
qor: placement.dp.final_hpwl 2607 um
qor: yosys.yosysChipArea 2243 um^2
qor: final_timing.finalCriticalPeriod 3109 ps
qor: global_route.grt_pass1_wl 6596 um
qor: clocking.cts_hold_buf 0
qor: die.initial_utilization 0.2154
qor: route.antenna_violating_nets_post_route 0
qor: route.avgRoutedWirePerCell 10.01 um
qor: clocking.cts.root.buffer_cell sky130_fd_sc_hd__clkbuf_8
qor: global_route.first_global_vias 1,451
qor: cells_and_area.areaGrowthSynthToFinish 9.035%
qor: route.antennaDiodeCount 0
qor: yosys.post_synth_inst_count 227
qor: yosys.seq_area_frac_synth 0.3904
qor: final_timing.final.period_utilization 0.6909
qor: final_timing.slew_headroom 0.4668
qor: die.die_height 124 um
qor: yosys.syn_area 2243 um^2
qor: clocking.clock_tree_from_tritoncts done
qor: clocking.clock.latency.late_pin 280 ps
qor: route.via_count 1,460
qor: global_route.globalRouteTotalUtil 0.05060
qor: global_route.antenna_found_initial 0
qor: clocking.post_cts.resized_instances 0
qor: final_timing.totalNegativeSetupSlack 0 ps
qor: route.drc_errors 0
qor: yosys.edff_count_synth 0
qor: final_timing.grt_setup_unrepaired no
qor: worst_setup_path.cp_data_required_time 3600 ps
qor: yosys.ys_seq_elements 35
qor: pwr.peakVddDrop 129.6 uV
qor: yosys.ys_dominant_reg_cell sky130_fd_sc_hd__dfrtp_1
qor: die.design.die.area 15,380 um^2
qor: final_timing.slew_at_the_pin_closest_to_its_max_slew_limit 792.6 ps
qor: worst_setup_path.arrival 2210 ps
qor: worst_setup_path.setup.worst_path.end_class primary output
qor: final_timing.timing.clock.skew 4.466 ps
qor: cells_and_area.post-route-util 0.2348
qor: pwr.powerDensity 306.3 nW/um^2
qor: yosys.synthesis.area_per_instance 9.883 um^2
qor: clocking.cts_max_level 2
qor: cells_and_area.drive_above_1_share 0.09545
qor: final_timing.clock.fmax 0.3217 GHz
qor: yosys.yosys-stat-cells 227
qor: clocking.cts_buffer_depth 2
qor: worst_setup_path.rrSetupSlack 1990 ps
qor: global_route.grt_start_max_net_pins 36
qor: die.core-area 10,420 um^2
qor: route.routed_via_density 4.101
qor: die.top_level_ports 65
qor: die.num_rows 37
qor: cells_and_area.multiInputGateArea 1107 um^2
qor: final_timing.final-setup-viol-count 0
qor: run.drv.max_cap_violation_count 0
qor: worst_setup_path.timing_worst_setup_path_type input pin to primary output
qor: clocking.postCtsSetupBuffers 0
qor: yosys.yosysWarnings 1
qor: clocking.clock_sinks 35
qor: route.detailedRoute.firstIterationViolations 88
qor: worst_hold_path.min_path_type flip-flop to flip-flop
qor: worst_setup_path.worst_setup_path_start_kind input pin
qor: worst_setup_path.path_max_fanout 9
qor: yosys.async_reset_ff_frac 1.000
qor: clocking.cts_inserted_buffers 5
qor: status.status finished clean
qor: yosys.post_synth_num_cell_types 39
qor: die.die_w 124 um
qor: yosys.synthTopCellsByArea sky130_fd_sc_hd__dfrtp_1 (39%), sky130_fd_sc_hd__ha_1 (12%), sky130_fd_sc_hd__buf_4 (8.7%), sky130_fd_sc_hd__nand2_1 (4.5%), sky130_fd_sc_hd__xnor2_1 (4.3%)
qor: run.stage_log_warnings 28
qor: final_timing.finalHoldViolCount 0
qor: cells_and_area.sequential_cell_area 875.8 um^2
==> routing by layer <==
layer | track usage | wire [um] | up-vias
li1 | - | - | 748
met1 | 0.07118 | 1759 | 683
met4 | 0.01151 | 71 | 0
met3 | 0.01423 | 214 | 7
met2 | 0.07616 | 1520 | 22
met5 | 0 | 0 | -
==> cell usage in the layout (no fill, tap or decap), drive strengths merged, types with 2 or more instances in the layout <==
cell type / Yosys / layout
nand4: 2 / 2
nor2: 8 / 8
nor3: 5 / 5
clkbuf: 3 / 6
ha: 21 / 21
xnor2: 11 / 11
and3: 2 / 2
nand3b: 2 / 2
mux2: 10 / 10
nand2b: 3 / 3
clkdlybuf4s50: 0 / 16
nor2b: 2 / 2
a21o: 5 / 5
xor2: 2 / 2
a31oi: 3 / 3
inv: 10 / 10
nand3: 7 / 7
nand4b: 2 / 2
nor3b: 2 / 2
a21oi: 6 / 6
o31ai: 3 / 3
nand2: 27 / 27
o21ai: 16 / 16
nor4: 2 / 2
dfrtp: 35 / 35
fa: 2 / 2
==> path summary, 6_finish.rpt <==
kind / start / endpoint / cells past startpoint
setup / recovery: fifo_full / fifo_write / 3
hold / removal: addr[9] / addr[9] / 2
setup reg to reg: vert_count[1] / addr[11] / 8
hold reg to reg: addr[9] / addr[9] / 2
max in group asynchronous: rst / first_four[1] / 3
min in group asynchronous: rst / addr[4] / 3
==> area by class of cell <==
cell class                      count  share of cell area
Multi-Input combinational cell    151              0.4527
Sequential cell                    35              0.3581
Tap cell                          136             0.06957
Timing Repair Buffer               17             0.06854
Clock buffer                        6             0.03376
Inverter                           10             0.01535
Clock inverter                      1            0.002046
==> cell usage after synthesis, drive strengths merged (5+ instances only) <==
master and instances:
mux2 10, inv 10, dfrtp 35, nand3 7
nor3 5, xnor2 11, ha 21, a21o 5
a21oi 6, buf 28, o21ai 16, nand2 27
nor2 8
==> power by group <==
part           internal, mW  switching, mW  total (mW)
logic                0.0745         0.0563       0.131
registers             0.353         0.0388       0.392
clock network         0.120          0.107       0.227
total                 0.547          0.202       0.749
==> kinds of logic (layout without fill, tap and decap cells) <==
kind of cell | after synthesis | in the layout | synth area share
compound gates | 39 | 39 | 0.1060
xor+xnor | 13 | 13 | 0.05075
fa+ha+maj | 23 | 23 | 0.1350
buf+inv | 41 | 34 | 0.1160
flops | 35 | 35 | 0.3904
mux | 10 | 10 | 0.05354
simple gates | 66 | 66 | 0.1484
==> metrics by stage <==
stage | cell area (um^2) | hold slack (ps) | setup WS (ps) | total power [mW]
after global routing | 2446 | 522.3 | 1261 | 0.8070
after CTS | 2446 | 486.7 | 1375 | 0.7670
after floorplan | 2243 | 425.7 | 2163 | 0.4910
after global placement | 2359 | 466.5 | 1428 | 0.5261
after detailed placement | 2359 | 475.8 | 1393 | 0.5322
final | 2446 | 482.0 | 1391 | 0.7494
==> critical path, stage by stage <==
cell and delay, ps:
sky130_fd_sc_hd__clkdlybuf4s50_1 550, sky130_fd_sc_hd__a31oi_1 250, sky130_fd_sc_hd__clkdlybuf4s50_1 500
==> state kept, by name (all words and copies together) (netlist names) <==
register / cells
addr: 13
vert_count: 6
first_four: 3
vert_stretch: 3
horiz_count: 7
state: 3
Power is estimated from default activity; no workload was simulated.
