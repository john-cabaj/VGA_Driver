==> ./config.mk <==
export PLATFORM = sky130hd
export DESIGN_NAME = timing_generator
export DESIGN_NICKNAME = timing_generator
export VERILOG_FILES = /design/flow/design.v
export SDC_FILE = /design/flow/constraint.sdc
export NUM_CORES = 4
export LEC_CHECK = 1
export CORE_AREA = 10 10 96 96
export DIE_AREA = 0 0 106 106
==> ./design.v <==
`timescale 1ns / 1ps
module timing_generator(output [7:0] red, green, blue, output hsync, vsync, blank, comp_sync, input [23:0] pixel_in, input clk, rst, fifo_empty);
	 reg [9:0] pixel_x;
	 reg [9:0] pixel_y;
	 wire [9:0] next_pixel_x;
	 wire [9:0] next_pixel_y;
	 assign next_pixel_x = (pixel_x == 10'd799)? 0 : pixel_x + 1;
	 assign next_pixel_y = (pixel_x == 10'd799)? ((pixel_y == 10'd520) ? 0 : pixel_y + 1) : pixel_y;
	 assign hsync = (pixel_x < 10'd656) || (pixel_x > 10'd751); 
	 assign vsync = (pixel_y < 10'd490) || (pixel_y > 10'd491);
	 assign blank = ~((pixel_x > 10'd639) | (pixel_y > 10'd479));
	 assign comp_sync = 1'b0;
	 assign red = (blank) ? pixel_in[23:16] : 8'hxx;
	 assign green = (blank) ? pixel_in[15:8] : 8'hxx;
	 assign blue = (blank) ? pixel_in[7:0] : 8'hxx;
	 always@(posedge clk, posedge rst)
	   if(rst) begin
		  pixel_x <= 10'h0;
		  pixel_y <= 10'h0;
		end else begin
		    if(!fifo_empty) begin
		        pixel_x <= next_pixel_x;
		        pixel_y <= next_pixel_y;
		    end
		end
endmodule
==> ./constraint.sdc <==
current_design timing_generator

set clk_period 4.4
set clk_io_pct 0.2

create_clock -name clk0 -period $clk_period [get_ports {clk}]

set non_clock_inputs [all_inputs -no_clocks]
set_input_delay [expr $clk_period * $clk_io_pct] -clock clk0 $non_clock_inputs
set_output_delay [expr $clk_period * $clk_io_pct] -clock clk0 [all_outputs]
==> ./run.sh <==
#!/bin/bash
# OpenROAD 26Q1-2900-gdf79404cd8, Yosys 0.63+post, stock flow scripts
make -C /OpenROAD-flow-scripts/flow DESIGN_CONFIG=/design/flow/config.mk WORK_HOME=/design/flow/orfs finish
==> results.txt <==
flow finished, numbers: worst-margin pin slew=roughly 800 ps, die area=0.01124 mm^2, Max Cap Viol=0, Req. time, crit path=3520 ps, Vert. Die Dim=106 um, OpenROAD warnings=26, Post-Syn Instances=136, Top cell excl fill/tap=dfrtp_1, Crit Path Max Fanout=6, CP cell instances=nand2_1 -> nor2_1 -> nand4b_1 -> clkdlybuf4s50_1, Compound Share, Synth=7.845%, XOR/XNOR Area Share=between 6 and 7%, Layout area overhead=0.6617%, Stages on worst setup path=4, crit path launch=pixel_y[5], DP HPWL=1600 um, WS Path Type=flip-flop to primary output, # Cells Yosys=136, Adder Area Share=under 10%, PD cells=383.7 mW/mm^2, min cycle time layout=2503 ps, setup TNS=0 ps, routability cong.=approximately 0.86, Row Count=31, GR Overflow Total=0, Mapped Area=0.001324 mm^2, Yosys top cell by area=dfrtp_1, Startpoint Class=flip-flop, core box area=0.007214 mm^2, final wirelength=2214 um, r2r startpoint=pixel_y[5], YS chip area=0.001324 mm^2, crit path buf inv count=1, H-tree levels=1, Die W=106 um, Hold Vio Cnt, Final=0, Post-CTS Setup Inserts=0, Via-to-Cell Ratio=3.874, Setup violations, final=0, pre-CTS setup slack=1803 ps, Final Util=18.47%, pin count of the biggest net entering global routing=21, CTS Root Cell=clkbuf_8, reg2reg path depth=4, Synth logic family=simple AND/OR/NAND/NOR gates, Static Leakage=0.5338 nW, worst hold slack=496.1 ps, delay-heaviest family, CP=simple AND/OR/NAND/NOR gates, num ports=55, Slew Limit Fails=0, Pre-Repair DR Iteration Count=4, Synthesized registers=20, clk latency late pin=between 200 and 300 ps, I/O Buffers=5, Mean Syn Cell Area=just under 10 um^2, period utilisation layout=roughly 57%, mux share=2.647%, Antenna Nets Post-Route=0, Worst Hold Depth=1, RSZ-0062 raised after global routing=false, initial antenna violation count=0, share of cells above drive strength 1=9.483%, Worst IR Drop VDD=0.0001411 V, DRC=0, Antenna Cells=0, Power Total=0.5113 mW, Setup Skew=6.319 ps, HP Class=flip-flop to flip-flop, synth warn=1, total track usage=under 10%, vias in the first global route=between 700 and 800, Slew headroom=46.83%, Crit-path slowest cell=clkdlybuf4s50_1, violation count after the first detailed-route iteration=122, DR vias=833, status=finished, final reports clean, post-CTS sizing=0, Crit path largest cell delay=450 ps, biggest area cells=dfrtp_1, buf_4, xnor2_1, ha_1, xor2_1, Post-Synth Simple-Gate Area=between 20% and 30%, WL/cell=10.30 um, Area leader share=37.81%, most numerous logic cells after layout=dfrtp_1, nor2_1, nand2_1, nand3_1, xnor2_1, Max Clk Rate=399.5 MHz, Worst Min Path Start=pixel_x[2], first-pass GRT wire length=3581 um, Unique cell types=39, Clk pin slew, worst setup/hold paths=~80 ps, CP Data Arrival Time=~1600 ps, fin worst setup slack=1897 ps, Clock Path Buffers=2, post-cts hold buffer count=0, clock sinks=20, Seq share, synth=37.81%, CTS Buf Count=3, Worst Setup End Kind=primary output, Init Core Util=18.35%, CTS tree=built
==> area by class of cell <==
type                            count  area, um^2
Timing Repair Buffer                5       50.05
Multi-Input combinational cell     82       568.0
Inverter                            5       18.77
Fill cell                         810        5882
Clock inverter                      1       30.03
Tap cell                           99       123.9
Sequential cell                    20       500.5
Clock buffer                        3       41.29
==> cell usage after synthesis <==
master,count
o21ai_0,2
and2_4,1
ha_1,3
conb_1,1
buf_8,1
nor4b_4,1
inv_1,5
buf_4,25
and4_4,1
and3_2,2
nor3b_1,1
mux2_4,1
nor4_1,1
nor4b_1,1
a21oi_1,3
nand3b_1,1
nand4_1,5
a41oi_1,1
nand4b_1,2
nand2_1,8
o21a_1,1
nand2b_1,1
nor2_1,9
nor3_1,3
or3_1,2
mux2i_1,2
dfrtp_1,20
buf_6,3
nand4_2,1
and4b_1,1
nand3_1,6
xnor2_1,6
a31oi_1,5
o21ai_1,1
o311ai_0,1
xor2_1,4
a22o_1,2
and3_1,1
and2_1,1
==> sequential cells by signal, indices dropped and copies added, names as in the netlist <==
register / count
pixel_x: 10
pixel_y: 10
==> stage by stage <==
| step | instance area (um^2) | instances |
|---|---|---|
| after floorplan | 1324 | 136 |
| after global placement | 1261 | 211 |
| after detailed placement | 1261 | 211 |
| after CTS | 1333 | 215 |
| after global routing | 1333 | 215 |
| final | 1333 | 215 |
==> metal layers <==
layer	global-route usage, %	routed length [um]	up-vias
met5	0	0	-
met1	5.541	1026	387
li1	-	-	408
met4	1.547	104	0
met2	5.168	994	29
met3	0.7339	88	9
==> kinds of logic (layout without fill, tap and decap cells) <==
logic type	after synthesis	after routing
multiplexers	3	3
other	1	1
buffers and inverters	34	14
AND/OR/NAND/NOR	49	49
adder cells (fa/ha/maj)	3	3
flip-flops	20	20
XOR/XNOR	10	10
AND-OR/OR-AND	16	16
==> worst reg2reg max path, stage by stage, from the launching register on <==
cell and delay, ps:
dfrtp_1 440, nor4_1 320, nand4_1 320, and2_4 290
mux2_4 260
==> power breakdown <==
part | switching (mW) | internal, mW | leakage (nW)
Clock | 0.0627 | 0.122 | 0.0357
Sequential | 0.0418 | 0.214 | 0.252
Combinational | 0.0349 | 0.0360 | 0.246
==> path summary, 6_finish.rpt <==
| check | endpoint | slack, ps |
|---|---|---|
| max | vsync | 1900 |
| min | pixel_x[2] | 500 |
| max reg2reg | pixel_y[0] | 2660 |
| min reg2reg | pixel_x[2] | 500 |
| max in group asynchronous | pixel_y[9] | 2830 |
| min in group asynchronous | pixel_y[2] | 1070 |
Power figures rest on the tool's default switching activity, not on a simulated workload.
